### ./design.v
module regfile(
    input clk,
    input rst,
    input dependency_rst,
    input hci_rdy,
    input write_en,
    input [4:0] write_dependency,
    input [4:0] write_id,
    input [31:0] write_val,
    input [4:0] query1_id,
    input [4:0] query2_id,
    input dependency_set_en,
    input [4:0] dependency_reg,
    input [4:0] dependency_dependency,
    output reg query1_has_dependency,
    output reg [4:0] query1_dependency,
    output reg [31:0] query1_val,
    output reg query2_has_dependency,
    output reg [4:0] query2_dependency,
    output reg [31:0] query2_val
);
    reg [31:0] reg_value[31:0];
    reg reg_has_dependency[31:0];
    reg [4:0] reg_dependency[31:0];
    always @(*) begin
        query1_has_dependency = dependency_set_en && dependency_reg == query1_id ? 1 : 
            (write_en && write_dependency == reg_dependency[query1_id]) ? 0 : reg_has_dependency[query1_id];
        query1_dependency = 
            dependency_set_en && dependency_reg == query1_id ? dependency_dependency : reg_dependency[query1_id];
        query1_val = 
            (write_en && 
                reg_has_dependency[query1_id] && 
                write_dependency == reg_dependency[query1_id]) ? 
            write_val : reg_value[query1_id];
        query2_has_dependency = dependency_set_en && dependency_reg == query2_id ? 1 : 
            (write_en && write_dependency == reg_dependency[query2_id]) ? 0 : reg_has_dependency[query2_id];
        query2_dependency = 
            dependency_set_en && dependency_reg == query2_id ? dependency_dependency : reg_dependency[query2_id];
        query2_val = 
            (write_en && 
                reg_has_dependency[query2_id] && 
                write_dependency == reg_dependency[query2_id]) ? 
            write_val : reg_value[query2_id];
    end
    always @(posedge clk) begin : regfile_sequential
        integer i;
        if (rst) begin
            for (i = 0; i < 32; i = i + 1) begin
                reg_has_dependency[i] <= 0;
                reg_value[i] <= 0;
                reg_dependency[i] <= 0;
            end
        end else if (!hci_rdy) begin
        end else if (dependency_rst) begin
            for (i = 0; i < 32; i = i + 1) begin
                reg_has_dependency[i] <= 0;
            end
        end else begin
            if (write_en && dependency_set_en && dependency_reg == write_id && write_id != 0) begin
                reg_value[write_id] <= write_val;
                reg_dependency[write_id] <= dependency_dependency;
            end else begin
                if (write_en && write_id != 0) begin
                    reg_has_dependency[write_id] <= (write_dependency == reg_dependency[write_id]) ? 0 : 1;
                    reg_value[write_id] <= write_val;
                end
                if (dependency_set_en && dependency_reg != 0) begin
                    reg_has_dependency[dependency_reg] <= 1;
                    reg_dependency[dependency_reg] <= dependency_dependency;
                end
            end
        end
    end
endmodule
### ./run.sh
#!/bin/bash
# OpenROAD 26Q1-2900-gdf79404cd8, Yosys 0.63+post, stock flow scripts
make -C /OpenROAD-flow-scripts/flow DESIGN_CONFIG=/design/flow/config.mk WORK_HOME=/design/flow/orfs finish
### ./constraint.sdc
current_design regfile

set clk_period 20.7
set clk_io_pct 0.2

create_clock -name clk0 -period $clk_period [get_ports {clk}]

set non_clock_inputs [all_inputs -no_clocks]
set_input_delay [expr $clk_period * $clk_io_pct] -clock clk0 $non_clock_inputs
set_output_delay [expr $clk_period * $clk_io_pct] -clock clk0 [all_outputs]
### ./config.mk
export PLATFORM = sky130hd
export DESIGN_NAME = regfile
export DESIGN_NICKNAME = regfile
export VERILOG_FILES = /design/flow/design.v
export SDC_FILE = /design/flow/constraint.sdc
export NUM_CORES = 4
export LEC_CHECK = 1
export CORE_UTILIZATION = 30
==> flow_summary_export.csv <==
group,metric,value,unit
routing,wl,233000,um
finish,drive_gt1_share,28.1,%
yosys,synth_cell_types,46,
power,seq_power_share,47.3,%
yosys,synthMostInstantiatedCell,"edfxtp_1",
floorplanning,num_rows,173,
floorplanning,dieWidth,476,um
floorplanning,initCoreUtil,30.3,%
yosys,synth.top_cell.area_share,52.7,%
global_routing,grt_max_degree,101,
critical_path,slowest_stage,"buf_4",
floorplanning,die_h,476,um
yosys,yosysWarnings,1,
critical_path,crit_fanout,60,
power,peakVddDrop,0.0000652,V
final_timing,fin_setup_tns,0,ns
clock_network,hold_buffers,0,
floorplanning,core-area,223000,um2
critical_path,cp_common_cell,"buf_4",
yosys,synth_flops,1216,
place,place_area,72400,um2
yosys,synth.avg_cell_area,15.4,um2
power,pwr-share-clk,39.5,%
place,portBuffers,143,
critical_path,criticalPathCategory,"in2out",
clock_network,insertion_delay,0.79,ns
clock_network,cts_htree_levels,4,
yosys,synth_area,67500,um2
final_timing,final-max-slew-violation-count,0,
global_routing,globalRouteOverflowTotal,0,
yosys,synthCells,4393,
routing,drt_iter0_markers,3209,
job,tool_warnings,29,
hold_path,hp-start,"reg_has_dependency[0]",
power,sw_frac_of_total,25.3,%
critical_path,worstRegToRegCells,8,
critical_path,reg2reg_slack,18.07,ns
yosys,flop_cell,"edfxtp_1",
yosys,ys_seq_share,53.6,%
clock_network,numCtsBuffers,135,
critical_path,worstPathCellList,"buf_8, buf_4, mux4_2, mux4_2, mux2_2, xnor2_1, nor4b_4, buf_4, buf_4, mux2_2, clkdlybuf4s50_1",
final_timing,finalSetupViolations,0,
final_timing,fin_crit,13.27,ns
place,placed_cells,7207,
place,hpwl,135000,um
hold_path,hold_depth,1,
yosys,async_flop_share,0,%
yosys,ys_cells,4393,
job,cap_viol_max_count,0,
final_timing,rsz0062_at_grt,"no",
clock_network,cts.clk_slew.worst_paths,0.06,ns
routing,drc,0,
final_timing,finalHoldViolCount,0,
critical_path,cpPeakStageDelay,0.70,ns
hold_path,hold_path_class,"reg2reg",
routing,wl_per_cell,31.3,um
routing,viasPerCell,5.64,
critical_path,rr_endpoint,"reg_has_dependency[13]",
clock_network,cts_tree,"done",
finish,postLayoutCellArea,76700,um2
final_timing,tightest_slew,0.991,ns
critical_path,cp-start-kind,"primary input",
routing,firstDrtPassIters,5,
final_timing,post-route-period-util,64.1,%
global_routing,antenna_found_initial,7,
hold_path,min_to,"reg_has_dependency[0]",
clock_network,postCtsSetupRepairBufs,0,
critical_path,cp.required,16.56,ns
power,p_switching,1550,uW
place,place_congestion,0.948,
global_routing,grt_pass1_wl,333000,um
power,pwr_density_cell,79.8,nW/um2
status,status,"finished, final reports clean",
critical_path,end_kind,"output pin",
power,p_int,4570,uW
critical_path,r2r-start,"reg_dependency[3][4]",
yosys,synth-edff-count,1184,
yosys,ys_top_cells_by_count,"edfxtp_1, mux4_2, and2_1",
global_routing,grt_pass1_vias,45645,
clock_network,ctsResizeCount,0,
routing,ant_nets,0,
clock_network,clk_path_buf_depth,3,
clock_network,cts_sinks,1216,
final_timing,clock_skew,0.0339,ns
final_timing,slew_headroom,33.8,%
yosys,top_cells_by_area,"edfxtp_1, mux4_2, and2_1",
clock_network,cts-root-buf,"clkbuf_16",
power,p_leak,0.0269,uW
finish,fin_cells,7455,
finish,synthToLayoutAreaGrowth,13.7,%
floorplanning,pin_count,144,
final_timing,clock.fmax,0.0753,GHz
yosys,ys_chip_area,67500,um2
global_routing,grt_usage,21.8,%
yosys,top_area_cell,"edfxtp_1",
routing,num_vias,42054,
critical_path,crit_arrival,9.13,ns
power,combPwrFrac,13.2,%
floorplanning,die-area,227000,um2
## layout make-up
type | count | area [um2]
timing repair buffer | 328 | 2880
fill | 20897 | 146000
sequential | 1216 | 36200
clock inverter | 66 | 753
antenna | 10 | 25.0
multi-input combinational | 2685 | 29600
inverter | 3 | 11.3
tap | 2975 | 3720
clock buffer | 172 | 3570
## through the flow
stage | util, % | power (uW) | worst slack [ns] | hold slack, ns
floorplan | - | 3400 | 9.59 | 0.443
global placement | 32.5 | 3740 | 7.48 | 0.466
detailed placement | 32.5 | 3750 | 7.48 | 0.471
CTS | 34.4 | 6150 | 7.47 | 0.490
global route | 34.4 | 6300 | 7.23 | 0.508
finish | 34.4 | 6120 | 7.43 | 0.491
## layout by cell type (no fill, tap or decap), drive strengths merged, types with 36 or more instances in the layout
cell type	synthesis	final
mux4	709	709
or2	64	64
buf	97	198
clkbuf	428	172
mux2	139	139
nor3	36	36
nand2	54	54
and2	612	612
clkdlybuf4s50	0	130
conb	1	37
a21oi	40	40
nor2	80	80
edfxtp	1184	1184
a22oi	81	81
mux2i	150	150
and3	516	516
clkinv	0	39
## power groups by stage
stage                 clock network [uW]  registers, uW  logic (uW)
after CTS                           2450           2890         807
after global routing                2530           2910         852
final                               2420           2890         810
## kinds of logic after synthesis
group | count (synthesis) | share of synthesized area (%)
AOI/OAI and AO/OA | 196 | 2.09
and+or+nand+nor | 1425 | 12.7
other | 1 | 0.00556
DFF | 1216 | 53.6
muxes | 998 | 28.2
buffers and inverters | 528 | 3.04
xor gates and xnor gates | 29 | 0.376
## registers in the layout (all words and copies together), names as in the netlist
| signal | count |
|---|---|
| reg_dependency | 160 |
| reg_has_dependency | 32 |
| reg_value | 1024 |
## worst max-delay path by stage
stage | from | end | cells past startpoint
CTS | query2_id[1] | query2_val[7] | 11
global route | query2_id[1] | query2_val[26] | 11
finish | query2_id[1] | query2_val[7] | 11
## routing by layer
metal	part of all wire, %	GRT usage, %
met3	18	17.3
met2	45	31.2
met4	3.8	6.68
met5	0.17	1.37
met1	33	24.9
## critical path, delay by kind of cell
kind	cells	cell delay (ns)
buffers and inverters	5	2.47
muxes	4	1.83
and+or+nand+nor	1	0.35
xor gates and xnor gates	1	0.19
Power and IR drop assume default switching activity.
