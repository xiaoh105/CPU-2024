### /design/flow/design.v
module decompress(
    input [31:0] instr,
    output reg [31:0] instr_out
);
    always @(*) begin : decompression
        reg [11:0] imm;
        reg [2:0] funct3;
        reg [6:0] funct7;
        if (instr[1:0] == 2'b11) begin
            instr_out = instr;
        end else if (instr[1:0] == 2'b00) begin
            if (instr[15:13] == 3'b000) begin
                imm = {2'b0, instr[10:7], instr[12:11], instr[5], instr[6], 2'b00};
                instr_out = {imm, 5'd2, 3'b000, 2'b01, instr[4:2], 7'b0010011};
            end else if (instr[15:13] == 3'b010) begin
                imm = {5'b0, instr[5], instr[12:10], instr[6], 2'b00};
                instr_out = {imm, 2'b01, instr[9:7], 3'b010, 2'b01, instr[4:2], 7'b0000011};
            end else begin
                imm = {5'b0, instr[5], instr[12:10], instr[6], 2'b00};
                instr_out = {imm[11:5], 2'b01, instr[4:2], 2'b01, instr[9:7], 3'b010, imm[4:0], 7'b0100011};
            end
        end else if (instr[1:0] == 2'b01) begin
            if (instr[14:13] == 2'b01) begin
                imm = {instr[12], instr[8], instr[10:9], instr[6], instr[7], instr[2], instr[11], instr[5:3], 1'b0};
                instr_out = {imm[11], imm[10:1], imm[11], {8{imm[11]}}, (instr[15] ? 5'b0 : 5'b1), 7'b1101111};
            end else if (instr[15:13] == 3'b010) begin
                imm = {{6{instr[12]}}, instr[12], instr[6:2]};
                instr_out = {imm, 5'b0, 3'b000, instr[11:7], 7'b0010011};
            end else if (instr[15:13] == 3'b011) begin
                if (instr[11:7] == 2) begin
                    imm = {{3{instr[4]}}, instr[4:3], instr[5], instr[2], instr[6], 4'b0};
                    instr_out = {imm, 5'd2, 3'b000, 5'd2, 7'b0010011};
                end else begin
                    instr_out = {{14{instr[12]}}, instr[12], instr[6:2], instr[11:7], 7'b0110111};
                end
            end else if (instr[15:14] == 2'b11) begin
                imm = {{3{instr[12]}}, instr[12], instr[6:5], instr[2], instr[11:10], instr[4:3], 1'b0};
                instr_out = {imm[11], imm[10:5], 5'b0, 2'b01, instr[9:7], 2'b00, instr[13], imm[4:1], imm[11], 7'b1100011};
            end else if (!instr[15]) begin
                imm = {{6{instr[12]}}, instr[12], instr[6:2]};
                instr_out = {imm, instr[11:7], 3'b000, instr[11:7], 7'b0010011};
            end else begin
                if (!instr[11]) begin
                    imm = {6'b0, instr[12], instr[6:2]};
                    instr_out = {1'b0, instr[10], 5'b0, imm[4:0], 2'b01, instr[9:7], 3'b101, 2'b01, instr[9:7], 7'b0010011};
                end else if (!instr[10]) begin
                    imm = {{6{instr[12]}}, instr[12], instr[6:2]};
                    instr_out = {imm, 2'b01, instr[9:7], 3'b111, 2'b01, instr[9:7], 7'b0010011};
                end else begin
                    case (instr[6:5])
                        2'b00: begin 
                            funct3 = 3'b000;
                            funct7 = 7'b0100000;
                        end
                        2'b01: begin
                            funct3 = 3'b100;
                            funct7 = 7'b0;
                        end
                        2'b10: begin
                            funct3 = 3'b110;
                            funct7 = 7'b0;
                        end
                        2'b11: begin
                            funct3 = 3'b111;
                            funct7 = 7'b0;
                        end
                    endcase
                    instr_out = {funct7, 2'b01, instr[4:2], 2'b01, instr[9:7], funct3, 2'b01, instr[9:7], 7'b0110011};
                end
            end
        end else begin
            if (instr[15:13] == 3'b000) begin
                imm = {6'b0, instr[12], instr[6:2]};
                instr_out = {7'b0, imm[4:0], instr[11:7], 3'b001, instr[11:7], 7'b0010011};
            end else if (instr[15:13] == 3'b010) begin
                imm = {4'b0, instr[3:2], instr[12], instr[6:4], 2'b0};
                instr_out = {imm, 5'd2, 3'b010, instr[11:7], 7'b0000011};
            end else if (instr[15:13] == 3'b100) begin
                if (instr[6:2] == 0) begin
                    instr_out = {12'b0, instr[11:7], 3'b000, (instr[12] ? 5'b1 : 5'b0), 7'b1100111};
                end else begin
                    instr_out = {7'b0, instr[6:2], (instr[12] ? instr[11:7] : 5'b0), 3'b000, instr[11:7], 7'b0110011};
                end
            end else begin
                imm = {4'b0, instr[8:7], instr[12:9], 2'b0};
                instr_out = {imm[11:5], instr[6:2], 5'd2, 3'b010, imm[4:0], 7'b0100011};
            end
        end
    end
endmodule
module icache(
    input clk,
    input rst,
    input hci_rdy,
    input instruction_get_en,
    input [16:0] instruction_addr,
    input memory_out_en,
    input [7:0] memory_content,
    output reg instruction_out_en,
    output [31:0] instruction,
    output reg c_instruction,
    output reg memory_get_en,
    output reg [16:0] memory_addr
);
    reg busy[127:0][1:0];
    reg [7:0] tag[127:0][1:0];
    reg lru_tag[127:0][1:0];
    reg [7:0] data[127:0][1:0][3:0];
    reg [31:0] raw_instruction;
    decompress decompression(
        .instr(raw_instruction),
        .instr_out(instruction)
    );
    reg [16:0] current_read_addr;
    reg [16:0] current_read_addr_offset;
    reg [1:0] current_read_state;
    reg [1:0] block_fill_state;
    reg [31:0] current_read_data;
    reg replace_index1, replace_index2;
    reg [6:0] addr_index1, addr_index2;
    reg [7:0] addr_tag1, addr_tag2;
    always @(*) begin
        case (current_read_state)
            2'b00: begin
                memory_addr = {current_read_addr[16:2], block_fill_state + memory_out_en};
                if (block_fill_state == 2'b11 && memory_out_en) begin
                    memory_get_en = 0;
                end else begin
                    memory_get_en = 1;
                end
            end
            2'b01: begin
                memory_addr = {current_read_addr_offset[16:2], block_fill_state + memory_out_en};
                if (block_fill_state == 2'b11 && memory_out_en) begin
                    memory_get_en = 0;
                end else begin
                    memory_get_en = 1;
                end
            end
            default: begin
                memory_get_en = 0;
                memory_addr = 0;
            end
        endcase
    end
    reg checkpoint;
    initial begin : icache_reset
        integer i, j;
        for (i = 0; i < 128; i = i + 1) begin
            for (j = 0; j < 2; j = j + 1) begin
                busy[i][j] <= 0;
                lru_tag[i][j] <= 2'b00;
                tag[i][j] <= 0;
            end
        end
    end
    always @(posedge clk) begin : icache_sequential
        if (rst) begin
            instruction_out_en <= 0;
            current_read_state <= 3'b111;
        end else if (hci_rdy) begin : icache_fsm
            reg [6:0] index1, index2;
            reg [7:0] tag1, tag2;
            reg [16:0] addr_tmp;
            reg nready1, nready2, nready;
            case (current_read_state)
                2'b11: begin
                    if (instruction_get_en) begin
                        current_read_addr <= instruction_addr;
                        block_fill_state <= 0;
                        addr_tmp = instruction_addr + 17'd2;
                        index1 = instruction_addr[8:2];
                        index2 = addr_tmp[8:2];
                        tag1 = instruction_addr[16:9];
                        tag2 = addr_tmp[16:9];
                        addr_index1 <= index1;
                        addr_index2 <= index2;
                        addr_tag1 <= tag1;
                        addr_tag2 <= tag2;
                        current_read_addr_offset <= addr_tmp;
                        nready1 = (!busy[index1][0] || tag[index1][0] != tag1) && (!busy[index1][1] || tag[index1][1] != tag1);
                        nready2 = (!busy[index2][0] || tag[index2][0] != tag2) && (!busy[index2][1] || tag[index2][1] != tag2);
                        current_read_state <= nready1 ? 2'b00 : (nready2 ? 2'b01 : 2'b11);
                        if (!nready1 && !nready2) begin
                            instruction_out_en <= 1;
                            if (index1 == index2) begin
                                current_read_data = (busy[index1][0] && tag[index1][0] == tag1) ? 
                                    {data[index1][0][3], data[index1][0][2], data[index1][0][1], data[index1][0][0]} : 
                                    {data[index1][1][3], data[index1][1][2], data[index1][1][1], data[index1][1][0]};
                            end else begin
                                current_read_data[15:0] = (busy[index1][0] && tag[index1][0] == tag1) ? 
                                    {data[index1][0][3], data[index1][0][2]} : 
                                    {data[index1][1][3], data[index1][1][2]};
                                current_read_data[31:16] = (busy[index2][0] && tag[index2][0] == tag2) ? 
                                    {data[index2][0][1], data[index2][0][0]} : 
                                    {data[index2][1][1], data[index2][1][0]};
                            end
                            c_instruction <= current_read_data[1:0] != 2'b11;
                            raw_instruction <= current_read_data;
                        end else begin
                            instruction_out_en <= 0;
                        end
                        replace_index1 <= !busy[index1][1] || busy[index1][0] && !lru_tag[index1][1];
                        replace_index2 <= !busy[index2][1] || busy[index2][0] && !lru_tag[index2][1];
                    end else begin
                        instruction_out_en <= 0;
                    end
                end
                2'b00: begin
                    case (block_fill_state)
                        2'b00: begin
                            if (memory_out_en) begin
                                busy[addr_index1][replace_index1] <= 1;
                                tag[addr_index1][replace_index1] <= tag1;
                                lru_tag[addr_index1][replace_index1] <= 1;
                                lru_tag[addr_index1][!replace_index1] <= 0;
                                data[addr_index1][replace_index1][0] <= memory_content;
                                block_fill_state <= 2'b01;
                            end
                        end
                        2'b01: begin
                            if (memory_out_en) begin
                                data[addr_index1][replace_index1][1] <= memory_content;
                                block_fill_state <= 2'b10;
                            end
                        end
                        2'b10: begin
                            if (memory_out_en) begin
                                data[addr_index1][replace_index1][2] <= memory_content;
                                block_fill_state <= 2'b11;
                            end
                        end
                        2'b11: begin
                            if (memory_out_en) begin
                                data[addr_index1][replace_index1][3] <= memory_content;
                                block_fill_state <= 2'b00;
                                nready = (addr_index1 != addr_index2 &&
                                    (!busy[addr_index2][0] || tag[addr_index2][0] != addr_tag2) && 
                                    (!busy[addr_index2][0] || tag[addr_index2][1] != addr_tag2));
                                current_read_state <= nready ? 2'b01 : 2'b10;
                            end
                        end
                    endcase
                end
                2'b01: begin
                    case (block_fill_state)
                        2'b00: begin
                            if (memory_out_en) begin
                                busy[addr_index2][replace_index2] <= 1;
                                tag[addr_index2][replace_index2] <= tag2;
                                lru_tag[addr_index2][replace_index2] <= 1;
                                lru_tag[addr_index2][!replace_index2] <= 0;
                                data[addr_index2][replace_index2][0] <= memory_content;
                                block_fill_state <= 2'b01;
                            end
                        end
                        2'b01: begin
                            if (memory_out_en) begin
                                data[addr_index2][replace_index2][1] <= memory_content;
                                block_fill_state <= 2'b10;
                            end
                        end
                        2'b10: begin
                            if (memory_out_en) begin
                                data[addr_index2][replace_index2][2] <= memory_content;
                                block_fill_state <= 2'b11;
                            end
                        end
                        2'b11: begin
                            if (memory_out_en) begin
                                data[addr_index2][replace_index2][3] <= memory_content;
                                current_read_state <= 2'b10;
                            end
                        end
                    endcase
                end
                2'b10: begin
                    index1 = current_read_addr[8:2];
                    index2 = current_read_addr_offset[8:2];
                    tag1 = current_read_addr[16:9];
                    tag2 = current_read_addr_offset[16:9];
                    instruction_out_en <= 1;
                    if (index1 == index2) begin
                        current_read_data = (busy[index1][0] && tag[index1][0] == tag1) ? {data[index1][0][3], data[index1][0][2], data[index1][0][1], data[index1][0][0]} : 
                            {data[index1][1][3], data[index1][1][2], data[index1][1][1], data[index1][1][0]};
                    end else begin
                        current_read_data[15:0] = (busy[index1][0] && tag[index1][0] == tag1) ? {data[index1][0][3], data[index1][0][2]} : 
                            {data[index1][1][3], data[index1][1][2]};
                        current_read_data[31:16] = (busy[index2][0] && tag[index2][0] == tag2) ? {data[index2][0][1], data[index2][0][0]} : 
                            {data[index2][1][1], data[index2][1][0]};
                    end
                    c_instruction <= current_read_data[1:0] != 2'b11;
                    raw_instruction <= current_read_data;
                    current_read_state <= 2'b11;
                end
            endcase
        end
    end
endmodule
### /design/flow/run.sh
#!/bin/bash
# OpenROAD 26Q1-2900-gdf79404cd8, Yosys 0.63+post, stock flow scripts
make -C /OpenROAD-flow-scripts/flow DESIGN_CONFIG=/design/flow/config.mk WORK_HOME=/design/flow/orfs finish
### /design/flow/config.mk
export PLATFORM = sky130hd
export DESIGN_NAME = icache
export DESIGN_NICKNAME = icache
export VERILOG_FILES = /design/flow/design.v
export SDC_FILE = /design/flow/constraint.sdc
export NUM_CORES = 4
export LEC_CHECK = 1
export CORE_UTILIZATION = 30
export SYNTH_MEMORY_MAX_BITS = 65536
### /design/flow/constraint.sdc
current_design icache

set clk_period 414.2
set clk_io_pct 0.2

create_clock -name clk0 -period $clk_period [get_ports {clk}]

set non_clock_inputs [all_inputs -no_clocks]
set_input_delay [expr $clk_period * $clk_io_pct] -clock clk0 $non_clock_inputs
set_output_delay [expr $clk_period * $clk_io_pct] -clock clk0 [all_outputs]
==> flow_summary.toml <==
# implementation run metrics
[floorplan]
fp.dieW_mm = 1.29
rows = 471
core_area_um2 = 1640000
fp_util_pct = 30.1
die_h_mm = 1.29
die-area_um2 = 1650000
ios = 82

[power]
total_leakage_power_nw = 185
swShare_pct = 24.2
power.internal_mw = 1.85
p_per_area_nw_per_um2 = 4.29
clkPwrFrac_pct = 42.5
combPwrFrac_pct = 8.9
sequentialPowerShare_pct = 48.6
vdd_drop_max_v = 0.00000372
p_sw_mw = 0.590

[clock_tree]
cts-root-buf = "clkbuf_16"
ctsResizeCount = 0
htree_levels = 7
numCtsBuffers = 1198
cts.sink_count = 10712
cts_tree = "done"
postCtsSetupRepairBufs = 0
ctsHoldBuffers = 0
path_clk_slew_ns = 0.06
clock_latency_ns = 1.29
clock_path_buffers = 6

[flow_run]
openroad.warnings = 89
drv_cap = 1

[global_routing]
grt_pass1_wl_mm = 2860
grt_pass1_vias = 346056
grt_max_degree = 130
antenna_found_initial = 222
track_usage_pct = 26.9
grt-ovfl-total = 0

[setup_path]
worstPathMaxFanout = 7
path_cells = "clkdlybuf4s50_1, buf_4, inv_1, ha_1, nor2b_1, clkdlybuf4s50_1"
slowest_stage = "clkdlybuf4s50_1"
start_kind = "primary input"
required_ns = 331.36
arrival_ns = 84.89
crit_type = "in2out"
r2r-end = "raw_instruction[12]"
reg2reg_depth = 28
cp-end-kind = "primary output"
timing.rr.start = "current_read_addr[2]"
cpPeakStageDelay_ns = 0.57
path_common_cell = "clkdlybuf4s50_1"
rrSetupSlack_ns = 400.26

[final_timing]
fmax_ghz = 0.00596
setup_tns_ns = 0
tightest_slew_ns = 1.58
layout_min_cycle_time_ns = 167.73
finClkSkew_ns = 0.198
slew_headroom_pct = -5.78
finalCritPeriodShare_pct = 40.5
hold_violations = 0
setup_violations = 0
slew_viol_final = 7
rsz0062_at_grt = "false"

[logic_synthesis]
syn_area_um2 = 495000
netlist_instances = 33342
syn_avg_cell_area_um2 = 14.8
synthFlopType = "edfxtp_1"
yosysUniqueCellTypes = 118
yosys_warnings = 2
ys_ff = 10712
ys_cells = 33342
ys_area_um2 = 495000
synth_seq_share_pct = 64.2
yosysTopAreaCellShare_pct = 62.6
top_area_cell = "edfxtp_1"
synthArstFlopShare_pct = 0
edf_count = 10323
topCellsByArea = "edfxtp_1, mux4_2, mux2i_1, nand2_1, nand3_1"

[min_path]
min_from = "busy[82]"
hold_end = "busy[82]"
hold_path_class = "reg2reg"
hold_depth = 1

[status]
status = "finished, violations left"
failed_checks = "capacitance limit, slew limit"

[drt]
routed_wirelength_mm = 2120
dr_total_vias = 331532
via_per_inst = 5.76
antenna_left = 0
dr.first_iter.drc_count = 27976
drc = 0
wl_per_cell_um = 36.9
dr.pass1.iters = 9

[placed_design]
gp_congestion = 1.06
portBuffers = 78
dpl.hpwl_mm = 1430

[finish]
area_growth_syn_to_layout_pct = 15.0
drive_above_1_share_pct = 22.5
fin_util_pct = 34.6
fill_cells = 153684
[metrics by stage]
| stage | instance area [µm²] | hold WS, ns | setup WS, ns | total power [mW] | std cells |
|---|---|---|---|---|---|
| 2_1_floorplan | 495000 | 0.429 | 248.10 | 1.31 | 33343 |
| 3_3_place_gp | 531000 | 0.440 | 246.45 | 1.42 | 55189 |
| 3_5_place_dp | 531000 | 0.448 | 246.49 | 1.42 | 55190 |
| 4_1_cts | 568000 | 0.462 | 246.48 | 2.44 | 57234 |
| 5_1_grt | 569000 | 0.474 | 246.54 | 2.49 | 57346 |
| 6_report | 569000 | 0.463 | 246.47 | 2.44 | 57538 |
[Yosys cell counts (33+ instances only)]
cell type,n
xnor2_1,56
nand4_1,134
buf_4,219
nor2b_1,72
nand2b_1,171
mux2i_1,2066
a311oi_1,174
nor4_1,101
or2_2,268
dfxtp_1,389
nor2_1,2155
edfxtp_1,10323
inv_1,57
buf_6,79
nor3_1,313
nand2_1,5145
mux4_2,3059
and2_1,86
a32oi_1,92
a221oi_1,61
a211o_1,33
a221o_1,36
nand3_1,1673
o32ai_1,37
and3_1,356
nand3b_1,44
a22o_1,35
o2111ai_1,67
a31oi_1,278
o21ai_0,579
a22oi_1,212
a2111oi_0,56
a21oi_1,1120
buf_1,438
o221ai_1,55
o31ai_1,43
o22ai_1,188
mux2_2,238
o211ai_1,194
clkbuf_1,1165
buf_2,667
a211oi_1,324
[worst max-delay path by stage]
stage,startpoint,endpoint,slack [ns],cells past startpoint
after global routing,memory_out_en,memory_addr[0],246.54,6
after CTS,memory_out_en,memory_addr[0],246.48,6
final,memory_out_en,memory_addr[0],246.47,6
[flip-flops by register name (all words and copies together) (netlist names), 2 cells and up]
signal                             cells
block_fill_state                       2
busy                                 256
current_read_addr                     15
current_read_addr_offset              15
current_read_state                     4
data                                8192
icache_sequential.icache_fsm.tag1      8
icache_sequential.icache_fsm.tag2      8
lru_tag                              128
raw_instruction                       32
tag                                 2048
[cell families (layout without fill, tap and decap cells)]
kind of cell             Yosys count  after routing  synth area share [%]
XOR/XNOR                          86             86                 0.161
adder cells (fa/ha/maj)           10             10                0.0253
buffers and inverters           2641           4538                  2.46
AND/OR/NAND/NOR                10634          10634                  9.31
other                              1            306              0.000758
flip-flops                     10712          10712                  64.2
AND-OR/OR-AND                   3893           3893                  5.18
multiplexers                    5365           5365                  18.6
[final cells by class]
cell class | instances | area (µm²) | area share [%]
diodes | 304 | 761 | 0.134
clock buffers | 1431 | 31600 | 5.55
clock inverters | 613 | 5450 | 0.957
inverters | 71 | 312 | 0.0547
multi-input cells | 19990 | 167000 | 29.3
flip-flops and latches | 10712 | 318000 | 55.8
well taps | 21994 | 27500 | 4.84
repair buffers | 2423 | 18900 | 3.32
[metal layers]
layer  global-route usage, %  wire length [µm]
met5                    6.19             11200
met4                    18.4            184000
met3                    24.1            424000
met2                    35.8            885000
met1                    26.0            618000
[cell usage in the layout, fill, tap and decap left out, drive strengths merged, types with 188 or more instances in the layout]
cell type,netlist,routed
nand2,5146,5146
o22ai,188,188
nor3,314,314
nand3,1675,1675
dfxtp,389,389
edfxtp,10323,10323
diode,0,304
buf,1403,2360
a211oi,326,326
a31oi,279,279
mux4,3059,3059
clkinv,6,466
nor2,2160,2160
and3,356,356
o21ai,608,608
mux2i,2067,2067
or2,272,272
mux2,239,239
clkbuf,1167,1431
a21oi,1121,1121
o211ai,194,194
a22oi,212,212
[critical path: cells and delay by family]
family,cells,cell delay [ns]
fa+ha+maj,1,0.29
simple gates,1,0.44
buf+inv,4,1.31
[power by group through the flow]
stage	combinational [mW]	sequential, mW	clock (mW)
6_report	0.216	1.19	1.04
5_1_grt	0.221	1.19	1.08
4_1_cts	0.209	1.19	1.05
Power figures rest on the tool's default switching activity, not on a simulated workload.
