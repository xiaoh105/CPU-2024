[flow/config.mk]
export PLATFORM = sky130hd
export DESIGN_NAME = predictor
export DESIGN_NICKNAME = predictor
export VERILOG_FILES = /design/flow/design.v
export SDC_FILE = /design/flow/constraint.sdc
export NUM_CORES = 4
export LEC_CHECK = 1
export CORE_UTILIZATION = 40
export SYNTH_MEMORY_MAX_BITS = 65536
[flow/constraint.sdc]
current_design predictor

set clk_period 237.0
set clk_io_pct 0.2

create_clock -name clk0 -period $clk_period [get_ports {clk}]

set non_clock_inputs [all_inputs -no_clocks]
set_input_delay [expr $clk_period * $clk_io_pct] -clock clk0 $non_clock_inputs
set_output_delay [expr $clk_period * $clk_io_pct] -clock clk0 [all_outputs]
[flow/design.v]
module predictor(
    input clk,
    input rst,
    input hci_rdy,
    input branch_record_en,
    input [16:0] branch_address,
    input branch_take,
    input [16:0] q_address,
    output reg q_take
);
    reg [9:0] global_state;
    reg [1:0] global_predictor[1023:0];
    reg [1:0] local_predictor[1023:0];
    reg [1:0] selector[1023:0];
    always @(*) begin : predictor_query
        reg [9:0] index;
        index = q_address[9:0];
        q_take = selector[index][1] ? local_predictor[index][1] : global_predictor[global_state][1];
    end
    always @(posedge clk) begin : predictor_sequential
        integer i;
        if (rst) begin
            global_state <= 0;
            for (i = 0; i < 1024; i = i + 1) begin
                global_predictor[i] <= 2'b00;
                local_predictor[i] <= 2'b00;
                selector[i] <= 2'b01;
            end
        end else if (hci_rdy) begin
            if (branch_record_en) begin : predictor_branch_record
                reg [9:0] index;
                index = branch_address[9:0];
                if (global_predictor[global_state][1] == branch_take && local_predictor[index][1] != branch_take) begin
                    selector[index] <= (selector[index] == 0) ? 0 : selector[index] - 1;
                end
                if (global_predictor[global_state][1] != branch_take && local_predictor[index][1] == branch_take) begin
                    selector[index] <= (selector[index] == 2'b11) ? 2'b11 : selector[index] + 1;
                end
                if (branch_take) begin
                    global_predictor[global_state] <= (global_predictor[global_state] == 2'b11) ? 2'b11 : global_predictor[global_state] + 1;
                    local_predictor[index] <= (local_predictor[index] == 2'b11) ? 2'b11 : local_predictor[index] + 1;
                end else begin
                    global_predictor[global_state] <= (global_predictor[global_state] == 0) ? 0 : global_predictor[global_state] - 1;
                    local_predictor[index] <= (local_predictor[index] == 0) ? 0 : local_predictor[index] - 1;
                end
                global_state <= {global_state[8:0], branch_take};
            end
        end
    end
endmodule
[flow/run.sh]
#!/bin/bash
# OpenROAD 26Q1-2900-gdf79404cd8, Yosys 0.63+post, stock flow scripts
make -C /OpenROAD-flow-scripts/flow DESIGN_CONFIG=/design/flow/config.mk WORK_HOME=/design/flow/orfs finish
==> results.sh <==
# implementation run metrics
export IMPL_ff_type="edfxtp_1"
export IMPL_grt_max_degree=158
export IMPL_use_met3_pct=22.29
export IMPL_clockPowerShare_pct=39.9
export IMPL_setup_violations=0
export IMPL_hold_viol_final=0
export IMPL_clk_latency_ns=1.19
export IMPL_grt_pass1_wl_um=1603000
export IMPL_min_period_over_period_pct=43.27
export IMPL_internal_power_w=0.001868
export IMPL_area_leaders="edfxtp_1 (58%), mux4_2 (12%), nor2_1 (4.7%)"
export IMPL_max_cap_violations=0
export IMPL_peakVddDrop_uv=7.508
export IMPL_chip_area_um2=798300
export IMPL_grt_overflow=0
export IMPL_yosysUniqueCellTypes=79
export IMPL_yosysChipArea_um2=317900
export IMPL_worstMarginPinSlew_ns=1.196
export IMPL_fp_util_pct=40.11
export IMPL_yosysWarnings=1
export IMPL_r2r_cells=20
export IMPL_fillerInstances=69104
export IMPL_drc=0
export IMPL_common_cells="edfxtp_1 (6144), nor2_1 (3959), nand2_1 (2135)"
export IMPL_syn_to_final_growth_pct=9.643
export IMPL_first_pass_iters=8
export IMPL_hold_depth=2
export IMPL_async_reset_ff_share_pct=0
export IMPL_r2r_slack_ns=225.94
export IMPL_fin_worst_skew_ns=0.1089
export IMPL_vias=216282
export IMPL_cts_sinks=6164
export IMPL_synth_cells=25347
export IMPL_top_usage_layer="met2"
export IMPL_fin_total_pwr_w=0.002510
export IMPL_cts_made_buffers=663
export IMPL_drive_gt1_share_pct=17.84
export IMPL_cts_tree="yes"
export IMPL_avgViaCountPerCell=6.107
export IMPL_leakage_nw=117.4
export IMPL_synth_avg_cell_area_um2=12.54
export IMPL_max_freq_ghz=0.009750
export IMPL_start_kind="input port"
export IMPL_hp_class="flip-flop to flip-flop"
export IMPL_synth_edff_count=6144
export IMPL_ant_nets=0
export IMPL_io_pins=40
export IMPL_cp_slowest_stage_delay_ns=1.00
export IMPL_p_seq_share_pct=49.7
export IMPL_core_um2=792500
export IMPL_met2_usage_pct=42.02
export IMPL_slowest_stage="o41ai_1"
export IMPL_post_cts_buffers=0
export IMPL_tool_warnings=96
export IMPL_p_per_area_nw_per_um2=7.203
export IMPL_wl_um=1136000
export IMPL_fin_crit_ns=102.56
export IMPL_wl_per_cell_um=32.09
export IMPL_top_area_cell="edfxtp_1"
export IMPL_die_h_um=893.5
export IMPL_critPathCaptureType="primary output"
export IMPL_die_w_um=893.5
export IMPL_path_clk_slew_ns=0.06
export IMPL_use_met1_pct=34.58
export IMPL_final_max_slew_viol_count=0
export IMPL_rsz0062_at_grt="false"
export IMPL_cts_max_level=6
export IMPL_cp_max_fo=55
export IMPL_yosys_cells=25347
export IMPL_setup_tns_ns=0
export IMPL_postCtsHoldBufs=0
export IMPL_io_buffers=25
export IMPL_synth_top_area_share_pct=58.04
export IMPL_ys_flops=6164
export IMPL_gp_congestion=0.9904
export IMPL_worstPathArrival_ns=55.16
export IMPL_slew_headroom_pct=20.06
export IMPL_root_buffer="clkbuf_16"
export IMPL_num_rows=327
export IMPL_cts_buffer_depth=4
export IMPL_synth_top_cell_by_count="edfxtp_1"
export IMPL_post_dp_hpwl_um=703300
export IMPL_netSwitchingFraction_pct=25.58
export IMPL_grtUsageTotal_pct=30.48
export IMPL_critical_path_most_common_cell="buf_4"
export IMPL_grt_antenna_before_repair=70
export IMPL_path_class="input port to primary output"
export IMPL_power_switching_w=0.0006423
export IMPL_fin_util_pct=43.98
export IMPL_grt_pass1_vias=218707
export IMPL_synthesis_area_um2=317900
export IMPL_seq_area_frac_synth_pct=58.17
export IMPL_p_comb_share_pct=10.4
export IMPL_cts_resized=0
export IMPL_required_ns=189.60
export IMPL_path_cells="buf_8 -> buf_12 -> buf_4 -> buf_4 -> buf_4 -> buf_4 -> mux4_2 -> mux4_2 -> mux2i_1 -> o21ai_0 -> o41ai_1 -> a21oi_1 -> a21oi_1 -> o21ai_0 -> nor2_1 -> a221oi_1 -> buf_4 -> buf_4 -> clkdlybuf4s50_1"
export IMPL_status="finished, final reports clean"
export IMPL_drt_iter0_drc=17822
## power groups by stage
stage / combinational (W) / sequential [W] / clock (W)
CTS: 0.000255 / 0.00125 / 0.00101
global route: 0.000271 / 0.00125 / 0.00105
finish: 0.000262 / 0.00125 / 0.00100
## layout by cell type, fill, tap and decap left out, types with 76 or more instances in the layout
cell / n
a22oi_1: 245
buf_4: 922
clkbuf_16: 674
nand3_1: 1081
nand4_1: 76
a21o_1: 732
or2_1: 139
nor2_4: 499
mux2i_1: 1104
nor4_1: 102
nand2b_1: 1926
nor3_1: 1374
or2_2: 217
a21oi_1: 139
nand2_1: 2127
clkinv_2: 102
o22ai_1: 484
o21bai_1: 88
clkinv_1: 170
edfxtp_1: 6144
mux4_2: 1729
nor2_1: 3827
diode_2: 122
clkbuf_1: 174
## final timing paths
| path | start | to |
|---|---|---|
| worst max-delay path | q_address[0] | q_take |
| worst min-delay path | global_state[9]$_SDFFE_PP0P_ | global_state[9]$_SDFFE_PP0P_ |
| worst max register to register | flip-flop | global_predictor[794][0]$_SDFFCE_PN0P_ |
| worst min register to register | global_state[9]$_SDFFE_PP0P_ | global_state[9]$_SDFFE_PP0P_ |
## registers in the layout (all words and copies together) (netlist names), named ones only
signal	flops
local_predictor	2048
selector	2048
global_state	10
global_predictor	2048
## routing by layer
metal | routed length (um) | part of all wire, %
met1 | 349600 | 31
met2 | 499500 | 44
met3 | 201700 | 18
met4 | 82310 | 7.2
met5 | 3350 | 0.29
## critical path: cells and delay by family
family | cells | cell delay (ns)
mux | 3 | 1.48
simple gates | 1 | 0.16
buf+inv | 9 | 4.18
compound gates | 6 | 1.78
## cell families (layout without fill, tap and decap cells)
family | count (synthesis) | after routing | synth area share, %
DFF | 6164 | 6164 | 58.17
AOI/OAI and AO/OA | 1975 | 1975 | 4.371
muxes | 2848 | 2848 | 15.78
adders and majority gates | 3 | 3 | 0.009840
and+or+nand+nor | 11584 | 11584 | 17.73
buffers and inverters | 2772 | 2190 | 3.936
xor gates and xnor gates | 1 | 1 | 0.008661
other | 0 | 122 | 0
## through the flow
step	instances	hold WS (ns)	worst slack (ns)	instance area [um^2]
after floorplan	25347	0.4924	138.50	317900
after global placement	34089	0.5353	134.49	327800
after detailed placement	34089	0.5236	134.45	327800
after CTS	35292	0.5345	134.45	348200
after global routing	35319	0.5924	134.10	348300
final	35415	0.5368	134.44	348500
## cell type report
cell class / instances / area [um^2] / share of cell area, %
Sequential cell: 6164 / 184900 / 53.06
Multi-Input combinational cell: 16411 / 121900 / 34.96
Clock buffer: 849 / 17530 / 5.031
Tap cell: 10528 / 13170 / 3.779
Timing Repair Buffer: 974 / 7797 / 2.237
Clock inverter: 354 / 2892 / 0.8296
Antenna cell: 122 / 305.3 / 0.08759
Inverter: 13 / 55.05 / 0.01580
Power figures rest on the tool's default switching activity, not on a simulated workload.
