<file path="./constraint.sdc">
current_design reservation_station_mul

set clk_period 70.6
set clk_io_pct 0.2

create_clock -name clk0 -period $clk_period [get_ports {clk}]

set non_clock_inputs [all_inputs -no_clocks]
set_input_delay [expr $clk_period * $clk_io_pct] -clock clk0 $non_clock_inputs
set_output_delay [expr $clk_period * $clk_io_pct] -clock clk0 [all_outputs]
</file>
<file path="./config.mk">
export PLATFORM = sky130hd
export DESIGN_NAME = reservation_station_mul
export DESIGN_NICKNAME = reservation_station_mul
export VERILOG_FILES = /design/flow/design.v
export SDC_FILE = /design/flow/constraint.sdc
export NUM_CORES = 4
export LEC_CHECK = 1
export CORE_UTILIZATION = 30
</file>
<file path="./run.sh">
#!/bin/bash
# OpenROAD 26Q1-2900-gdf79404cd8, Yosys 0.63+post, stock flow scripts
make -C /OpenROAD-flow-scripts/flow DESIGN_CONFIG=/design/flow/config.mk WORK_HOME=/design/flow/orfs finish
</file>
<file path="./design.v">
module full_adder(
    input a,
    input b,
    input c,
    output reg sum,
    output reg carry
);
    always @(*) begin
        sum = a ^ b ^ c;
        carry = (a & b) | (b & c) | (c & a);
    end
endmodule
module carry_save_adder
#(
    parameter WIDTH = 32
)
(
    input [WIDTH-1:0] a,
    input [WIDTH-1:0] b,
    input [WIDTH-1:0] c,
    output [WIDTH:0] sum,
    output [WIDTH:0] carry
);
    genvar i;
    assign carry[0] = 0;
    generate
        for (i = 0; i < WIDTH; i = i + 1) begin : generate_adder
            full_adder adder(a[i], b[i], c[i], sum[i], carry[i + 1]);
        end
    endgenerate
endmodule
module mul32(
    input clk,
    input rst,
    input in_en,
    input [31:0] a,
    input [31:0] b,
    input a_signed,
    input b_signed,
    output reg idle,
    output reg out_en,
    output reg [31:0] sum_hi,
    output reg [31:0] sum_lo
);
    reg [1:0] state;
    reg [63:0] op1, op2;
    reg sgn;
    reg [63:0] carry_save_input0, carry_save_input1;
    reg [63:0] carry_save_input[9:0];
    wire [63:0] carry_save_sum[9:0];
    wire [63:0] carry_save_carry[9:0];
    genvar i;
    generate
        carry_save_adder#(.WIDTH(64)) csa0(
            .a(carry_save_input0), 
            .b(carry_save_input1), 
            .c(carry_save_input[0]), 
            .sum(carry_save_sum[0]), 
            .carry(carry_save_carry[0])
        );
        for (i = 1; i < 10; i = i + 1) begin : carry_save_adder_generate
            carry_save_adder#(.WIDTH(64)) csa(
                .a(carry_save_sum[i-1]), 
                .b(carry_save_carry[i-1]), 
                .c(carry_save_input[i]), 
                .sum(carry_save_sum[i]), 
                .carry(carry_save_carry[i])
            );
        end
    endgenerate
    always @(posedge clk) begin : mul_sequential
        integer i;
        reg [63:0] abs_a, abs_b;
        if (rst) begin
            state <= 3'b111;
            idle <= 1;
            out_en <= 0;
        end else begin
            case (state)
                2'b11: begin
                    out_en <= 0;
                    if (in_en) begin
                        abs_a = {{32{1'b0}}, (a_signed && a[31]) ? -a : a};
                        abs_b = {{32{1'b0}}, (b_signed && b[31]) ? -b : b};
                        op1 <= abs_a;
                        op2 <= abs_b;
                        sgn <= (a_signed && a[31]) ^ (b_signed && b[31]);
                        idle <= 0;
                        carry_save_input0 <= abs_b[0] ? abs_a : 64'b0;
                        carry_save_input1 <= abs_b[1] ? abs_a << 1 : 64'b0;
                        for (i = 0; i < 10; i = i + 1) begin
                            carry_save_input[i] <= abs_b[i + 2] ? abs_a << (i + 2) : 64'b0;
                        end
                        state <= 2'b00;
                    end
                end
                2'b00: begin
                    carry_save_input0 <= carry_save_sum[9];
                    carry_save_input1 <= carry_save_carry[9];
                    for (i = 0; i < 10; i = i + 1) begin
                        carry_save_input[i] <= op2[i + 12] ? op1 << (i + 12) : 64'b0;
                    end
                    state <= 2'b01;
                end
                2'b01: begin
                    carry_save_input0 <= carry_save_sum[9];
                    carry_save_input1 <= carry_save_carry[9];
                    for (i = 0; i < 10; i = i + 1) begin
                        carry_save_input[i] <= op2[i + 22] ? op1 << (i + 22) : 64'b0;
                    end
                    state <= 2'b10;
                end
                2'b10: begin
                    out_en <= 1;
                    if (sgn) begin
                        {sum_hi, sum_lo} <= -(carry_save_sum[9] + carry_save_carry[9]);
                    end else begin
                        {sum_hi, sum_lo} <= carry_save_sum[9] + carry_save_carry[9];
                    end
                    idle <= 1;
                    state <= 2'b11;
                end
            endcase
        end
    end
endmodule
module reservation_station_mul(
    input clk,
    input rst,
    input hci_rdy,
    input in_en,
    input [2:0] op_type,
    input [4:0] vdest_id,
    input op1_dependent,
    input [31:0] op1,
    input op2_dependent,
    input [31:0] op2,
    input writeback1_en,
    input [4:0] writeback1_vregid,
    input [31:0] writeback1_val,
    input writeback2_en,
    input [4:0] writeback2_vregid,
    input [31:0] writeback2_val,
    input writeback3_en,
    input [4:0] writeback3_vregid,
    input [31:0] writeback3_val,
    output reg writeback_en,
    output reg [4:0] writeback_vregid,
    output reg [31:0] writeback_val,
    output reg full
);
    reg live[7:0];
    reg [2:0] opcode[7:0];
    reg [4:0] vreg_id[7:0];
    reg a_dependent[7:0];
    reg [31:0] a_val[7:0];
    reg b_dependent[7:0];
    reg [31:0] b_val[7:0];
    reg [3:0] size;
    wire [31:0] mul_result_hi;
    wire [31:0] mul_result_lo;
    wire mul_idle;
    wire mul_out_en;
    reg mul_in_en;
    reg [31:0] mul_input_a;
    reg [31:0] mul_input_b;
    reg a_signed;
    reg b_signed;
    mul32 mul(
        .clk(clk),
        .rst(rst),
        .in_en(mul_in_en),
        .a(mul_input_a),
        .b(mul_input_b),
        .a_signed(a_signed),
        .b_signed(b_signed),
        .out_en(mul_out_en),
        .idle(mul_idle),
        .sum_hi(mul_result_hi),
        .sum_lo(mul_result_lo)
    );
    reg in_ready;
    reg has_ready;
    reg [2:0] ready_id;
    reg [4:0] current_vregid;
    reg [2:0] current_opcode;
    always @(*) begin : mul_ready_set
        integer i;
        reg ready[7:0];
        reg ready_width2[3:0];
        reg ready_width4[1:0];
        reg [2:0] ready_id_width2[3:0];
        reg [2:0] ready_id_width4[1:0];
        in_ready = in_en && !op1_dependent && !op2_dependent;
        for (i = 0; i < 8; i = i + 1) begin
            ready[i] = live[i] && !a_dependent[i] && !b_dependent[i];
        end
        for (i = 0; i < 4; i = i + 1) begin
            ready_width2[i] = ready[i] || ready[i + 4];
        end
        for (i = 0; i < 2; i = i + 1) begin
            ready_width4[i] = ready_width2[i] || ready_width2[i + 2];
        end
        for (i = 0; i < 4; i = i + 1) begin
            ready_id_width2[i] = ready[i] ? i : i + 4;
        end
        for (i = 0; i < 2; i = i + 1) begin
            ready_id_width4[i] = ready_width2[i] ? ready_id_width2[i] : ready_id_width2[i + 2];
        end
        ready_id = ready_width4[0] ? ready_id_width4[0] : ready_id_width4[1];
        has_ready = ready_width4[0] || ready_width4[1];
    end
    always @(posedge clk) begin
        if (!hci_rdy) begin
        end else if (!rst) begin
            if (mul_idle) begin
                if (has_ready) begin
                    mul_in_en <= 1;
                    mul_input_a <= a_val[ready_id];
                    mul_input_b <= b_val[ready_id];
                    if (opcode[ready_id][1]) begin
                        b_signed <= 0;
                        a_signed <= !opcode[ready_id][0];
                    end else begin
                        a_signed <= 1;
                        b_signed <= 1;
                    end
                    current_vregid <= vreg_id[ready_id];
                    current_opcode <= opcode[ready_id][1];
                end else if (in_ready) begin
                    mul_in_en <= 1;
                    mul_input_a <= op1;
                    mul_input_b <= op2;
                    if (op_type[1]) begin
                        b_signed <= 0;
                        a_signed <= !op_type[0];
                    end else begin
                        a_signed <= 1;
                        b_signed <= 1;
                    end
                    current_vregid <= vdest_id;
                    current_opcode <= op_type;
                end else begin
                    mul_in_en <= 0;
                end
            end else begin
                mul_in_en <= 0;
            end
        end
    end
    always @(posedge clk) begin
        if (rst) begin
            writeback_en <= 0;
        end else if (hci_rdy) begin
            writeback_en <= mul_out_en;
            writeback_vregid <= current_vregid;
            writeback_val <= current_opcode == 3'b000 ? mul_result_lo : mul_result_hi;
        end
    end
    reg [2:0] empty_id;
    always @(*) begin : mul_empty_set
        integer i;
        reg empty_width2[3:0];
        reg empty_width4[1:0];
        reg [2:0] id_width2[3:0];
        reg [2:0] id_width4[1:0];
        for (i = 0; i < 4; i = i + 1) begin
            empty_width2[i] = !live[i] || !live[i + 4];
        end
        for (i = 0; i < 2; i = i + 1) begin
            empty_width4[i] = empty_width2[i] || empty_width2[i + 2];
        end
        for (i = 0; i < 4; i = i + 1) begin
            id_width2[i] = live[i] ? i + 4 : i;
        end
        for (i = 0; i < 2; i = i + 1) begin
            id_width4[i] = empty_width2[i] ? id_width2[i] : id_width2[i + 2];
        end
        empty_id = empty_width4[0] ? id_width4[0] : id_width4[1];
    end
    always @(posedge clk) begin : mul_live_set
        integer i;
        for (i = 0; i < 8; i = i + 1) begin
            live[i] <= rst ? 0 : 
                !hci_rdy ? live[i] :
                mul_idle && has_ready && i == ready_id ? 0 : 
                in_en && (!in_ready || has_ready) && i == empty_id ? 1 : live[i];
        end
    end
    always @(posedge clk) begin : mul_sequential
        integer i;
        if (rst) begin
            full <= 0;
            size <= 0;
        end else if (hci_rdy) begin
            if ((has_ready || in_ready) && mul_idle) begin
                size <= size + in_en - 1;
            end else begin
                size <= size + in_en;
            end
            full <= size + in_en == 8;
            for (i = 0; i < 8; i = i + 1) begin
                if (live[i] && a_dependent[i]) begin
                    if (writeback1_en && a_val[i][4:0] == writeback1_vregid) begin
                        a_dependent[i] <= 0;
                        a_val[i] <= writeback1_val;
                    end else if (writeback2_en && a_val[i][4:0] == writeback2_vregid) begin
                        a_dependent[i] <= 0;
                        a_val[i] <= writeback2_val;
                    end else if (writeback3_en && a_val[i][4:0] == writeback3_vregid) begin
                        a_dependent[i] <= 0;
                        a_val[i] <= writeback3_val;
                    end
                end
            end
            for (i = 0; i < 8; i = i + 1) begin
                if (live[i] && b_dependent[i]) begin
                    if (writeback1_en && b_val[i][4:0] == writeback1_vregid) begin
                        b_dependent[i] <= 0;
                        b_val[i] <= writeback1_val;
                    end else if (writeback2_en && b_val[i][4:0] == writeback2_vregid) begin
                        b_dependent[i] <= 0;
                        b_val[i] <= writeback2_val;
                    end else if (writeback3_en && b_val[i][4:0] == writeback3_vregid) begin
                        b_dependent[i] <= 0;
                        b_val[i] <= writeback3_val;
                    end
                end
            end
            if (in_en && (!in_ready || has_ready)) begin
                opcode[empty_id] <= op_type;
                vreg_id[empty_id] <= vdest_id;
                a_dependent[empty_id] <= !op1_dependent ? 0 :
                    (writeback1_en && writeback1_vregid == op1[4:0]) || 
                    (writeback2_en && writeback2_vregid == op1[4:0]) || 
                    (writeback3_en && writeback3_vregid == op1[4:0]) ? 0 : op1_dependent;
                a_val[empty_id] <= !op1_dependent ? op1 : 
                    (writeback1_en && writeback1_vregid == op1[4:0]) ? writeback1_val : 
                    (writeback2_en && writeback2_vregid == op1[4:0]) ? writeback2_val : 
                    (writeback3_en && writeback3_vregid == op1[4:0]) ? writeback3_val : op1;
                b_dependent[empty_id] <= !op1_dependent ? 0 :
                    (writeback1_en && writeback1_vregid == op2[4:0]) || 
                    (writeback2_en && writeback2_vregid == op2[4:0]) || 
                    (writeback3_en && writeback3_vregid == op2[4:0]) ? 0 : op2_dependent;
                b_val[empty_id] <= !op2_dependent ? op2 : 
                    (writeback1_en && writeback1_vregid == op2[4:0]) ? writeback1_val : 
                    (writeback2_en && writeback2_vregid == op2[4:0]) ? writeback2_val : 
                    (writeback3_en && writeback3_vregid == op2[4:0]) ? writeback3_val : op2;
            end
        end
    end
endmodule
</file>
==> flow_summary.yaml <==
# yosys + openroad results
logic_synthesis:
  yosys-stat-area_sq_um: 96100
  top_cells_by_count: "1460 x edfxtp_1, 949 x nand2_1, 875 x o21ai_0"
  syn_inst: 8815
  synth-main-ff-cell: "edfxtp_1"
  logic_family: "AND-OR/OR-AND gates"
  aoi_share_pct: 16.8
  ys_seq_share_pct: 46.0
  yosys.area.top_type: "edfxtp_1"
  yosysWarnings: 15
  yosysUniqueCellTypes: 101
  xor_area_share_pct: 4.22
  synth.avg_cell_area_sq_um: 10.9
  synth_flops: 1480
  ys_async_sr_fraction_pct: 0
  top_cell: "edfxtp_1"
  netlist_area_sq_um: 96100
  mux_share_pct: 6.39
  synth-edff-count: 1460
  ys_cells: 8815
  synth.area.top_cells: "edfxtp_1 46%, fa_1 11%, mux2i_1 6.0%"
  top_area_share_pct: 45.6
  adder_share_pct: 12.3
  ys_sh_simple_pct: 9.57
drt:
  drt_first_pass_iters: 6
  vias: 74740
  wl_per_cell_microns: 28.3
  via_per_inst: 5.81
  ant_nets: 0
  drc: 0
  drt-initial-drc-count: 6903
  wirelength_mm: 365
setup_path:
  start_kind: "primary input"
  crit_type: "primary input to flop"
  critPathMaxFanout: 32
  r2r_start: "mul.carry_save_input[0][20]"
  critPathLaunch: "writeback2_vregid[2]"
  crit_required_ns: 71.10
  endpoint_kind: "flop"
  cp_data_arrival_time_ns: 18.73
cts:
  numCtsBuffers: 168
  cts_setup_buffers: 0
  cts_num_sinks: 1480
  cts_resized: 0
  clkTransAtPathRegs_ns: 0.07
  h-tree-depth: 4
  clockBufferDepth: 4
  cts_root_buffer: "clkbuf_16"
  cts_tree: "yes"
  postCtsHoldBufs: 0
  clock_latency_ns: 0.86
timing:
  fmax_mhz: 54.8
  fin_crit_ns: 18.23
  drv_slew: 8
  fin_setup_tns_ns: 0
  fin_ws_ns: 52.37
  whs_ns: 0.419
  max_slew.worst_pin.slew_ns: 1.57
  finalClockPeriodUsage_pct: 25.8
  rsz0062_at_grt: "false"
  finalHoldViolCount: 0
  setup_viol: 0
  slew_headroom_pct: -4.97
  fin_skew_ns: 0.0652
placement:
  place_congestion: 1.04
  dp_cells: 12569
  place_ws_ns: 51.78
  dp_hpwl_mm: 239
  place_area_sq_um: 103000
  portBuffers: 230
outcome:
  violations: "max-slew violations"
  outcome: "finished, violations left"
floorplanning:
  dieArea_sq_um: 323000
  dieHeight_microns: 568
  die_w_microns: 568
  initCoreUtil_pct: 30.2
  rows: 207
  ioPinCount: 231
  core_area_sq_um: 318000
grt:
  antenna_found_initial: 54
  grt_pass1_wl_mm: 528
  grt_max_degree: 99
  grt.overflow.total: 0
  grt_pass1_vias: 76942
  track_usage_pct: 23.5
min_path:
  hold_path_class: "flop to flop"
  min_from: "current_vregid[1]"
layout:
  stdcell_count: 12871
  design_area_sq_um: 108000
  drive_above_1_share_pct: 8.26
  area_growth_syn_to_layout_pct: 12.0
job:
  warnings: 27
  maxCapViolCount: 0
## cell usage in the layout, fill, tap and decap left out, types with 41 or more instances in the layout
| cell type | count |
|---|---|
| nand3_1 | 79 |
| o21ai_0 | 875 |
| nor2_1 | 349 |
| o221ai_1 | 98 |
| edfxtp_1 | 1460 |
| a31oi_1 | 83 |
| a22oi_1 | 212 |
| ha_1 | 112 |
| clkbuf_16 | 168 |
| a22o_1 | 69 |
| clkdlybuf4s50_1 | 227 |
| nor3_1 | 43 |
| nand2_1 | 941 |
| fa_1 | 521 |
| xor2_1 | 242 |
| o22ai_1 | 83 |
| and2_1 | 96 |
| buf_4 | 313 |
| xnor2_1 | 214 |
| and3_1 | 145 |
| nor4_1 | 56 |
| nand4_1 | 41 |
| inv_1 | 198 |
| o211ai_1 | 511 |
| mux2i_1 | 577 |
| a21oi_1 | 277 |
## worst paths after layout
path                                       endpoint  slack, ns  cells after the start
worst max-delay path                    b_val[1][0]      52.37                     12
worst min-delay path            writeback_vregid[1]       0.42                      0
worst min register to register  writeback_vregid[1]       0.42                      0
worst max register to register       mul.sum_hi[23]      60.50                     24
## critical path, cell delays in order
cell,delay (ns)
clkdlybuf4s50_1,0.46
buf_4,0.38
xor2_1,0.15
nor4_1,0.32
and3_2,0.68
buf_4,0.43
nor2_4,0.06
buf_4,0.34
a22oi_1,0.22
o21ai_0,0.10
a22oi_1,1.17
o21ai_0,0.20
## per-layer routing
layer | routed length (microns) | vias up | track usage [%]
li1 | - | 31977 | -
met3 | 64900 | 1336 | 17.5
met1 | 121000 | 35632 | 26.3
met4 | 21500 | 78 | 10.8
met2 | 156000 | 5717 | 33.3
met5 | 1300 | - | 2.29
## flip-flops by register name (all words and copies together), names as in the netlist, 16 cells and up
signal                 count
a_val                    256
writeback_val             32
vreg_id                   40
mul.carry_save_input1     63
mul.sum_hi                32
mul.carry_save_input0     64
mul.op1                   32
mul.op2                   20
mul.carry_save_input     520
opcode                    16
mul_input_a               32
mul_input_b               32
b_val                    256
mul.sum_lo                32
## cell type report
type	instances	area, sq um
Inverter	199	749
Sequential cell	1480	44200
Multi-Input combinational cell	6164	47700
Tap cell	4180	5230
Clock inverter	82	652
Timing Repair Buffer	546	4700
Antenna cell	20	50.0
Fill cell	30586	211000
Clock buffer	200	4320
## cell families (layout without fill, tap and decap cells)
family / count (synthesis) / after routing
AOI/OAI and AO/OA: 2488 / 2488
xor gates and xnor gates: 462 / 462
adders and majority gates: 634 / 634
buffers and inverters: 1171 / 1027
DFF: 1480 / 1480
muxes: 610 / 610
other: 0 / 20
and+or+nand+nor: 1970 / 1970
## metrics by stage
step           util, %
2_1_floorplan        -
3_3_place_gp      32.3
3_5_place_dp      32.3
4_1_cts           33.8
5_1_grt           33.8
6_report          33.8
