==> ./run.sh <==
#!/bin/bash
# OpenROAD 26Q1-2900-gdf79404cd8, Yosys 0.63+post, stock flow scripts
make -C /OpenROAD-flow-scripts/flow DESIGN_CONFIG=/design/flow/config.mk WORK_HOME=/design/flow/orfs finish
==> ./config.mk <==
export PLATFORM = sky130hd
export DESIGN_NAME = reservation_station_div
export DESIGN_NICKNAME = reservation_station_div
export VERILOG_FILES = /design/flow/design.v
export SDC_FILE = /design/flow/constraint.sdc
export NUM_CORES = 4
export LEC_CHECK = 1
export CORE_UTILIZATION = 40
==> ./constraint.sdc <==
current_design reservation_station_div

set clk_period 21.8
set clk_io_pct 0.2

create_clock -name clk0 -period $clk_period [get_ports {clk}]

set non_clock_inputs [all_inputs -no_clocks]
set_input_delay [expr $clk_period * $clk_io_pct] -clock clk0 $non_clock_inputs
set_output_delay [expr $clk_period * $clk_io_pct] -clock clk0 [all_outputs]
==> ./design.v <==
module lookup_table(
    input [2:0] b,
    input signed [5:0] p,
    output reg [2:0] q
);
    always @(*) begin
        case (b)
            3'b000: begin
                if (-12 <= p && p <= -7) begin
                    q = 3'b110;
                end else if (p <= -3) begin
                    q = 3'b101;
                end else if (p <= 1) begin
                    q = 3'b000;
                end else if (p <= 5) begin
                    q = 3'b001;
                end else begin
                    q = 3'b010;
                end
            end
            3'b001: begin
                if (-14 <= p && p <= -8) begin
                    q = 3'b110;
                end else if (p <= -3) begin
                    q = 3'b101;
                end else if (p <= 2) begin
                    q = 3'b000;
                end else if (p <= 6) begin
                    q = 3'b001;
                end else begin
                    q = 3'b010;
                end
            end
            3'b010: begin
                if (-15 <= p && p <= -9) begin
                    q = 3'b110;
                end else if (p <= -3) begin
                    q = 3'b101;
                end else if (p <= 2) begin
                    q = 3'b000;
                end else if (p <= 7) begin
                    q = 3'b001;
                end else begin
                    q = 3'b010;
                end
            end
            3'b011: begin
                if (-16 <= p && p <= -9) begin
                    q = 3'b110;
                end else if (p <= -3) begin
                    q = 3'b101;
                end else if (p <= 2) begin
                    q = 3'b000;
                end else if (p <= 8) begin
                    q = 3'b001;
                end else begin
                    q = 3'b010;
                end
            end
            3'b100: begin
                if (-18 <= p && p <= -10) begin
                    q = 3'b110;
                end else if (p <= -4) begin
                    q = 3'b101;
                end else if (p <= 3) begin
                    q = 3'b000;
                end else if (p <= 9) begin
                    q = 3'b001;
                end else begin
                    q = 3'b010;
                end
            end
            3'b101: begin
                if (-19 <= p && p <= -11) begin
                    q = 3'b110;
                end else if (p <= -4) begin
                    q = 3'b101;
                end else if (p <= 3) begin
                    q = 3'b000;
                end else if (p <= 9) begin
                    q = 3'b001;
                end else begin
                    q = 3'b010;
                end
            end
            3'b110: begin
                if (-20 <= p && p <= -11) begin
                    q = 3'b110;
                end else if (p <= -4) begin
                    q = 3'b101;
                end else if (p <= 3) begin
                    q = 3'b000;
                end else if (p <= 10) begin
                    q = 3'b001;
                end else begin
                    q = 3'b010;
                end
            end
            3'b111: begin
                if (-22 <= p && p <= -12) begin
                    q = 3'b110;
                end else if (p <= -4) begin
                    q = 3'b101;
                end else if (p <= 4) begin
                    q = 3'b000;
                end else if (p <= 11) begin
                    q = 3'b001;
                end else begin
                    q = 3'b010;
                end
            end
        endcase
    end
endmodule
module normalization(
    input [31:0] a,
    input [31:0] b,
    output reg [31:0] a_norm,
    output reg [31:0] b_norm,
    output reg [31:0] p,
    output reg [4:0] shift_cnt
);
    always @(*) begin : normalize
        reg [31:0] p_temp[3:0], a_temp[3:0], b_temp[3:0];
        if (!(|b[31:16])) begin
            p_temp[0] = {16'b0, a[31:16]};
            a_temp[0] = a << 16;
            b_temp[0] = b << 16;
            shift_cnt[4] = 1;
        end else begin
            p_temp[0] =32'b0;
            a_temp[0] = a;
            b_temp[0] = b;
            shift_cnt[4] = 0;
        end
        if (!(|b_temp[0][31:24])) begin
            p_temp[1] = {p_temp[0][23:0], a_temp[0][31:24]};
            a_temp[1] = a_temp[0] << 8;
            b_temp[1] = b_temp[0] << 8;
            shift_cnt[3] = 1;
        end else begin
            p_temp[1] = p_temp[0];
            a_temp[1] = a_temp[0];
            b_temp[1] = b_temp[0];
            shift_cnt[3] = 0;
        end
        if (!(|b_temp[1][31:28])) begin
            p_temp[2] = {p_temp[1][27:0], a_temp[1][31:28]};
            a_temp[2] = a_temp[1] << 4;
            b_temp[2] = b_temp[1] << 4;
            shift_cnt[2] = 1;
        end else begin
            p_temp[2] = p_temp[1];
            a_temp[2] = a_temp[1];
            b_temp[2] = b_temp[1];
            shift_cnt[2] = 0;
        end
        if (!(|b_temp[2][31:30])) begin
            p_temp[3] = {p_temp[2][29:0], a_temp[2][31:30]};
            a_temp[3] = a_temp[2] << 2;
            b_temp[3] = b_temp[2] << 2;
            shift_cnt[1] = 1;
        end else begin
            p_temp[3] = p_temp[2];
            a_temp[3] = a_temp[2];
            b_temp[3] = b_temp[2];
            shift_cnt[1] = 0;
        end
        if (!b_temp[3][31]) begin
            p = {p_temp[3][30:0], a_temp[3][31]};
            a_norm = a_temp[3] << 1;
            b_norm = b_temp[3] << 1;
            shift_cnt[0] = 1;
        end else begin
            p = p_temp[3];
            a_norm = a_temp[3];
            b_norm = b_temp[3];
            shift_cnt[0] = 0;
        end
    end
endmodule
module div32(
    input clk,
    input rst,
    input in_en,
    input [31:0] a,
    input [31:0] b,
    input div_signed,
    output reg idle,
    output reg out_en,
    output reg [31:0] q,
    output reg [31:0] rem
);
    reg [4:0] state;
    reg [31:0] dividend;
    reg [32:0] divisor, p;
    reg [4:0] shift_cnt;
    reg sgn, dividend_sgn;
    reg [31:0] q_add, q_sub, q_temp;
    reg [31:0] a_raw, b_raw;
    wire [31:0] a_norm, b_norm, p_init;
    wire [4:0] shift_cnt_temp;
    normalization norm(.a(a_raw), .b(b_raw), .a_norm(a_norm), .b_norm(b_norm), .p(p_init), .shift_cnt(shift_cnt_temp));
    reg [2:0] b_msb3;
    reg [5:0] p_msb6;
    wire [2:0] qi;
    lookup_table lookup_table(.b(b_msb3), .p(p_msb6), .q(qi));
    always @(posedge clk) begin : div_sequential
        reg [31:0] a_abs, b_abs;
        reg [32:0] new_p;
        reg [31:0] new_q;
        if (rst) begin
            state <= 5'b11111;
            out_en <= 0;
            idle <= 1;
        end else begin
            if (state == 5'b11111) begin
                out_en <= 0;
                if (in_en) begin
                    sgn <= div_signed ? a[31] ^ b[31] : 0;
                    dividend_sgn <= div_signed ? a[31] : 0;
                    a_abs = (div_signed && a[31]) ? -a : a;
                    b_abs = (div_signed && b[31]) ? -b : b;
                    a_raw <= a_abs;
                    b_raw <= b_abs;
                    q_add <= 32'b0;
                    q_sub <= 32'b0;
                    idle <= 0;
                    state <= 5'b11110;
                end
            end else if (state == 5'b11110) begin
                dividend <= a_norm;
                divisor <= {1'b0, b_norm};
                p <= {1'b0, p_init};
                shift_cnt <= shift_cnt_temp;
                p_msb6 <= {1'b0, p_init[31:27]};
                b_msb3 <= b_norm[30:28];
                state <= 5'b00000;
            end else if (!state[4]) begin
                if (qi[2]) begin
                    q_sub <= {q_sub[29:0], qi[1:0]};
                    q_add <= q_add << 2;
                end else begin
                    q_add <= {q_add[29:0], qi[1:0]};
                    q_sub <= q_sub << 2;
                end
                case (qi)
                    3'b000: begin
                        new_p = {p[30:0], dividend[31:30]};
                    end
                    3'b001: begin
                        new_p = {p[30:0], dividend[31:30]} - divisor;
                    end
                    3'b010: begin
                        new_p = {p[30:0], dividend[31:30]} - (divisor << 1);
                    end
                    3'b101: begin
                        new_p = {p[30:0], dividend[31:30]} + divisor;
                    end
                    3'b110: begin
                        new_p = {p[30:0], dividend[31:30]} + (divisor << 1);
                    end
                endcase
                p <= new_p;
                p_msb6 <= new_p[32:27];
                dividend <= dividend << 2;
                state <= state + 1;
            end else if (state == 5'b10000) begin
                new_q = q_add - q_sub;
                if (p[32]) begin
                    q_temp <= new_q - 1;
                    p <= p + divisor;
                end else begin
                    q_temp <= new_q;
                end
                state <= 5'b10001;
            end else if (state == 5'b10001) begin
                out_en <= 1;
                idle <= 1;
                q <= sgn ? -q_temp : q_temp;
                rem <= dividend_sgn ? -(p >> shift_cnt) : (p >> shift_cnt);
                state <= 5'b11111;
            end
        end
    end
endmodule
module reservation_station_div(
    input clk,
    input rst,
    input hci_rdy,
    input in_en,
    input [2:0] op_type,
    input [4:0] vdest_id,
    input op1_dependent,
    input [31:0] op1,
    input op2_dependent,
    input [31:0] op2,
    input writeback1_en,
    input [4:0] writeback1_vregid,
    input [31:0] writeback1_val,
    input writeback2_en,
    input [4:0] writeback2_vregid,
    input [31:0] writeback2_val,
    input writeback3_en,
    input [4:0] writeback3_vregid,
    input [31:0] writeback3_val,
    output reg writeback_en,
    output reg [4:0] writeback_vregid,
    output reg [31:0] writeback_val,
    output reg full
);
    reg live[7:0];
    reg [2:0] opcode[7:0];
    reg [4:0] vreg_id[7:0];
    reg a_dependent[7:0];
    reg [31:0] a_val[7:0];
    reg b_dependent[7:0];
    reg [31:0] b_val[7:0];
    reg [3:0] size;
    wire [31:0] div_result_q;
    wire [31:0] div_result_rem;
    wire div_idle;
    wire div_out_en;
    reg div_in_en;
    reg [31:0] div_input_a;
    reg [31:0] div_input_b;
    reg div_signed;
    div32 div(
        .clk(clk),
        .rst(rst),
        .in_en(div_in_en),
        .a(div_input_a),
        .b(div_input_b),
        .div_signed(div_signed),
        .out_en(div_out_en),
        .idle(div_idle),
        .q(div_result_q),
        .rem(div_result_rem)
    );
    reg in_ready;
    reg has_ready;
    reg [2:0] ready_id;
    reg [4:0] current_vregid;
    reg [2:0] current_opcode;
    always @(*) begin : div_ready_set
        integer i;
        reg ready[7:0];
        reg ready_width2[3:0];
        reg ready_width4[1:0];
        reg [2:0] ready_id_width2[3:0];
        reg [2:0] ready_id_width4[1:0];
        in_ready = in_en && !op1_dependent && !op2_dependent;
        for (i = 0; i < 8; i = i + 1) begin
            ready[i] = live[i] && !a_dependent[i] && !b_dependent[i];
        end
        for (i = 0; i < 4; i = i + 1) begin
            ready_width2[i] = ready[i] || ready[i + 4];
        end
        for (i = 0; i < 2; i = i + 1) begin
            ready_width4[i] = ready_width2[i] || ready_width2[i + 2];
        end
        for (i = 0; i < 4; i = i + 1) begin
            ready_id_width2[i] = ready[i] ? i : i + 4;
        end
        for (i = 0; i < 2; i = i + 1) begin
            ready_id_width4[i] = ready_width2[i] ? ready_id_width2[i] : ready_id_width2[i + 2];
        end
        ready_id = ready_width4[0] ? ready_id_width4[0] : ready_id_width4[1];
        has_ready = ready_width4[0] || ready_width4[1];
    end
    always @(posedge clk) begin
        if (!hci_rdy) begin
        end else if (!rst) begin
            if (div_idle) begin
                if (has_ready) begin
                    div_in_en <= 1;
                    div_input_a <= a_val[ready_id];
                    div_input_b <= b_val[ready_id];
                    div_signed <= !opcode[ready_id][0];
                    current_vregid <= vreg_id[ready_id];
                    current_opcode <= opcode[ready_id];
                end else if (in_ready) begin
                    div_in_en <= 1;
                    div_input_a <= op1;
                    div_input_b <= op2;
                    div_signed <= !op_type[0];
                    current_vregid <= vdest_id;
                    current_opcode <= op_type;
                end else begin
                    div_in_en <= 0;
                end
            end else begin
                div_in_en <= 0;
            end
        end else begin
            div_in_en <= 0;
        end
    end
    always @(posedge clk) begin
        if (rst) begin
            writeback_en <= 0;
        end else if (hci_rdy) begin
            writeback_en <= div_out_en;
            writeback_vregid <= current_vregid;
            writeback_val <= current_opcode[1] ? div_result_rem : div_result_q;
        end
    end
    reg [2:0] empty_id;
    always @(*) begin : div_empty_set
        integer i;
        reg empty_width2[3:0];
        reg empty_width4[1:0];
        reg [2:0] id_width2[3:0];
        reg [2:0] id_width4[1:0];
        for (i = 0; i < 4; i = i + 1) begin
            empty_width2[i] = !live[i] || !live[i + 4];
        end
        for (i = 0; i < 2; i = i + 1) begin
            empty_width4[i] = empty_width2[i] || empty_width2[i + 2];
        end
        for (i = 0; i < 4; i = i + 1) begin
            id_width2[i] = live[i] ? i + 4 : i;
        end
        for (i = 0; i < 2; i = i + 1) begin
            id_width4[i] = empty_width2[i] ? id_width2[i] : id_width2[i + 2];
        end
        empty_id = empty_width4[0] ? id_width4[0] : id_width4[1];
    end
    always @(posedge clk) begin : div_live_set
        integer i;
        for (i = 0; i < 8; i = i + 1) begin
            live[i] <= rst ? 0 : 
                !hci_rdy ? live[i] : 
                div_idle && has_ready && i == ready_id ? 0 : 
                in_en && (!in_ready || has_ready) && i == empty_id ? 1 : live[i];
        end
    end
    always @(posedge clk) begin : div_sequential
        integer i;
        if (rst) begin
            full <= 0;
            size <= 0;
        end else if (hci_rdy) begin
            if ((has_ready || in_ready) & div_idle) begin
                size <= size + in_en - 1;
            end else begin
                size <= size + in_en;
            end
            full <= size + in_en == 8;
            for (i = 0; i < 8; i = i + 1) begin
                if (live[i] && a_dependent[i]) begin
                    if (writeback1_en && a_val[i][4:0] == writeback1_vregid) begin
                        a_dependent[i] <= 0;
                        a_val[i] <= writeback1_val;
                    end else if (writeback2_en && a_val[i][4:0] == writeback2_vregid) begin
                        a_dependent[i] <= 0;
                        a_val[i] <= writeback2_val;
                    end else if (writeback3_en && a_val[i][4:0] == writeback3_vregid) begin
                        a_dependent[i] <= 0;
                        a_val[i] <= writeback3_val;
                    end
                end
            end
            for (i = 0; i < 8; i = i + 1) begin
                if (live[i] && b_dependent[i]) begin
                    if (writeback1_en && b_val[i][4:0] == writeback1_vregid) begin
                        b_dependent[i] <= 0;
                        b_val[i] <= writeback1_val;
                    end else if (writeback2_en && b_val[i][4:0] == writeback2_vregid) begin
                        b_dependent[i] <= 0;
                        b_val[i] <= writeback2_val;
                    end else if (writeback3_en && b_val[i][4:0] == writeback3_vregid) begin
                        b_dependent[i] <= 0;
                        b_val[i] <= writeback3_val;
                    end
                end
            end
            if (in_en && (!in_ready || has_ready)) begin
                opcode[empty_id] <= op_type;
                vreg_id[empty_id] <= vdest_id;
                a_dependent[empty_id] <= !op1_dependent ? 0 :
                    (writeback1_en && writeback1_vregid == op1[4:0]) || 
                    (writeback2_en && writeback2_vregid == op1[4:0]) || 
                    (writeback3_en && writeback3_vregid == op1[4:0]) ? 0 : op1_dependent;
                a_val[empty_id] <= !op1_dependent ? op1 : 
                    (writeback1_en && writeback1_vregid == op1[4:0]) ? writeback1_val : 
                    (writeback2_en && writeback2_vregid == op1[4:0]) ? writeback2_val : 
                    (writeback3_en && writeback3_vregid == op1[4:0]) ? writeback3_val : op1;
                b_dependent[empty_id] <= !op2_dependent ? 0 :
                    (writeback1_en && writeback1_vregid == op2[4:0]) || 
                    (writeback2_en && writeback2_vregid == op2[4:0]) || 
                    (writeback3_en && writeback3_vregid == op2[4:0]) ? 0 : op2_dependent;
                b_val[empty_id] <= !op2_dependent ? op2 : 
                    (writeback1_en && writeback1_vregid == op2[4:0]) ? writeback1_val : 
                    (writeback2_en && writeback2_vregid == op2[4:0]) ? writeback2_val : 
                    (writeback3_en && writeback3_vregid == op2[4:0]) ? writeback3_val : op2;
            end
        end
    end
endmodule
==> summary.txt <==
The full implementation flow was run.

In the routed layout, each cell is associated on average with a via count of 6.17. Max-cap violations in this run came to 0. The area recorded from the Yosys report for this design is 0.0799 mm². The biggest area contributor in the post-synthesis netlist is edfxtp_1. Looking at the max-slew report, the worst-margin pin has a slew of 1.02 ns.

The die height stands at 449 µm. Setup repair after global routing left no endpoint under its margin. The horizontal die dimension stands at 449 µm. After synthesis the netlist holds a flip-flop and latch count of 1,081. The number of gates resized after CTS was 0. Looking at the setup timing report, the critical path kind is primary input to register. Ranking logic cells in the layout by count gives the top entries nand2_1, edfxtp_1, o21ai_0. STA reports the tightest min-delay check as being of type register to register.

Looking at the clock tree report, the root buffer type is clkbuf_16. Per the post-place timing report, worst setup slack is 12.57 ns. In this run the VDD rail shows a maximum IR drop of 0.0859 mV. The clock tree skew after final layout stands at 0.0600 ns.

The completed layout was analyzed and its total power is 7650 µW. The wire length of the first global-routing pass stands at 431 mm. The clock H-tree reported by CTS has 4 levels. The row count stands at 163. Cells with a size suffix above 1 make up 7.88% of the layout. For this sky-water flow run, the detailed-routed wirelength per cell is reported as 25.9 µm. The number of buffers inserted by port buffering stands at 229. The cell that appears most often on the critical path is buf_4. On the final layout, the worst hold slack is 0.417 ns. CTS added clock buffers totalling 132. Post-synth the commonest register cell is edfxtp_1. The synthesis report gives the async set-or-reset register share as 0%.

Counting every instance in the synthesized netlist gives 8,802. The critical path's slowest stage uses the library cell nor3_2. The total area inside the core boundary comes to 0.198 mm². The post-route cell area stands at 0.0885 mm². The count of antenna-violating nets left after detailed routing stands at 0.

The cell leakage power stands at 0.0323 µW. In this run the cell area of the synthesized design comes to 0.0799 mm². The tree built by TritonCTS fans out to 1,081 sinks. The initial antenna violation count stands at 12. Based on the critical path, the design can be clocked at up to 118 MHz. The routed design could run at a clock period as short as 8.49 ns.

The final report lists the setup-violating endpoint count as 0. STA classifies the critical path startpoint as a primary input. The power per unit of standard cell area stands at 86.4 mW/mm².

Looking at the worst setup and hold paths, the clock pins of their registers show a slew of 0.06 ns. The global route stage reports its total congestion overflow as 0. Among cell families on the critical path, the largest total delay comes from buffers and inverters. Summing all placed instances gives a cell area of 0.0843 mm². The flow ran to the end, and the final reports show no timing, DRC or antenna violations.

Summing the sequential cell areas from Yosys gives 40.4% of the chip area. The number of library cell types mapped by synthesis stands at 97. The number of hold buffers added after cts stands at 0. The main area contributors are edfxtp_1, mux2i_1, nand2_1. Per STA, the worst path is made up of clkdlybuf4s50_1 -> buf_4 -> nor2b_4 -> buf_4 -> nand3_1 -> nor3_2 -> buf_4 -> buf_4 -> mux2i_1 -> nand2_1 -> o211ai_1 -> o21ai_0. The layout overhead on the synthesized area stands at 10.8%.

The total vias in the final route stands at 69.5k. TritonCTS built the clock tree. In the final report, the number of hold violations comes to 0. The number of buffers and inverters on the critical path is 5. Per STA, the highest per-stage delay on the worst path measures 0.67 ns. The number of iterations in the first detailed-routing pass stands at 6. STA classifies the critical path endpoint as a register.

The total number of yosys warnings stands at 17. The violation tally recorded at the end of detailed-routing iteration 0 is 5,733. The largest net degree at the start of global routing stands at 125.

The post-synth count of flops with an enable pin is 1,060. The area of the chip stands at 0.202 mm². Summed over its instances, the top area cell type makes up 39.8% of the synthesized netlist area. The critical path endpoint has a required time of 22.31 ns.

The arrival time at the worst endpoint stands at 9.01 ns. The average cell area after synthesis stands at 9.08 µm². The post-CTS setup repair buffer count stands at 0. The final max-slew violation count stands at 0.

The tightest slew margin relative to the limit stands at 31.5%. The source-to-sink clock delay at the later pin of the worst-skew pair stands at 0.83 ns. Counting only logic cells after layout, the most numerous master is nand2_1. At the end of routability-driven placement, the weighted congestion stood at 1.01. The I/O pin total stands at 231. The OpenROAD warning count stands at 59. The initial cell density of the core stands at 40.4%. The maximum buffer depth of the clock tree stands at 3. The synth_stat.txt file lists the number of cells as 8,802.

Post-route period utilization is reported as 39.0%. Setup slack on the critical path of the routed design comes to 13.31 ns. Detailed placement ended at an HPWL of 196 mm. The post-route setup TNS stands at 0 ns. The total wirelength of the detailed-routed design stands at 292 mm. The total routing usage reported by global routing stands at 29.9%.

The number of remaining DRC errors stands at 0. The critical path maximum fanout is 40. The via count of the first global-routing pass stands at 66.6k.
-- report_power, final --
group	leakage, µW	switching (µW)	internal [µW]
sequential	0.00978	126	2550
clock	0.00203	915	1250
combinational	0.0204	1740	1070
-- worst reg2reg max path: cells and delay by family (launching register included) --
| kind | cells | cell delay [ns] |
|---|---|---|
| adder cells (fa/ha/maj) | 2 | 0.62 |
| buffers and inverters | 1 | 0.23 |
| flip-flops | 1 | 0.67 |
| AND-OR/OR-AND | 13 | 4.28 |
| XOR/XNOR | 1 | 0.13 |
| AND/OR/NAND/NOR | 6 | 1.02 |
-- state kept, by name (all words and copies together) (netlist names), 8 cells and up --
register / flops
a_val: 256
b_val: 256
vreg_id: 40
div.div_sequential.new_p: 33
div.p: 33
div.a_raw: 32
div.b_raw: 32
div.dividend: 32
div.q: 32
div.q_add: 32
div.q_sub: 32
div.q_temp: 32
div.rem: 32
div_input_a: 32
div_input_b: 32
writeback_val: 32
div.divisor: 29
opcode: 16
a_dependent: 8
b_dependent: 8
live: 8
-- cells by family after synthesis --
| family | synth area share, % |
|---|---|
| buffers and inverters | 4.84 |
| muxes | 10.1 |
| DFF | 40.4 |
| and+or+nand+nor | 14.8 |
| AOI/OAI and AO/OA | 21.0 |
| adders and majority gates | 2.61 |
| xor gates and xnor gates | 6.30 |
-- path summary, 6_finish.rpt --
path | start | to | slack [ns] | depth (start not counted)
min reg2reg | current_vregid[1] | writeback_vregid[1] | 0.42 | 0
max reg2reg | div.p_msb6[2] | div.p[29] | 14.62 | 23
max | hci_rdy | b_val[6][29] | 13.31 | 12
min | current_vregid[1] | writeback_vregid[1] | 0.42 | 0
-- per-layer routing --
metal,vias up,GRT usage (%),share of wire (%)
li1,32168,-,-
met4,16,16.0,6.9
met1,32756,38.3,37
met5,-,0.284,0.038
met2,3627,45.2,45
met3,969,10.7,10
-- cells in the mapped netlist, types with 13 or more instances --
| cell type | n |
|---|---|
| nor3_1 | 89 |
| a211oi_1 | 173 |
| mux2i_1 | 608 |
| o31ai_1 | 38 |
| clkbuf_1 | 725 |
| inv_1 | 124 |
| xnor2_1 | 268 |
| nand2b_1 | 37 |
| a221oi_1 | 14 |
| a31oi_1 | 48 |
| nand2_1 | 1450 |
| or2_2 | 25 |
| o22ai_1 | 63 |
| xor2_1 | 307 |
| o211ai_1 | 493 |
| or4_1 | 30 |
| o21ai_0 | 813 |
| edfxtp_1 | 1060 |
| and2_1 | 128 |
| a22o_1 | 13 |
| o41ai_1 | 14 |
| o221ai_1 | 48 |
| ha_1 | 160 |
| mux4_2 | 36 |
| nand3b_1 | 15 |
| nor4_1 | 69 |
| nand3_1 | 179 |
| a21o_1 | 68 |
| mux2_2 | 97 |
| or3_1 | 60 |
| nor2_1 | 389 |
| a22oi_1 | 140 |
| buf_2 | 29 |
| nor3b_1 | 23 |
| dfxtp_1 | 21 |
| buf_1 | 116 |
| o21bai_1 | 21 |
| nand4_1 | 36 |
| and3_1 | 60 |
| nor2b_1 | 24 |
| a221o_1 | 25 |
| o21a_1 | 17 |
| a311oi_1 | 82 |
| a21oi_1 | 369 |
-- cell type report --
| type | count | area [µm²] |
|---|---|---|
| inverters | 133 | 500 |
| fillers | 18419 | 109000 |
| flip-flops and latches | 1081 | 32300 |
| clock buffers | 167 | 3490 |
| diodes | 5 | 12.5 |
| repair buffers | 469 | 4130 |
| well taps | 2640 | 3300 |
| multi-input cells | 6712 | 44100 |
| clock inverters | 68 | 713 |
-- through the flow --
step	utilization, %	cells
2_1_floorplan	-	8802
3_3_place_gp	42.6	11035
3_5_place_dp	42.6	11035
4_1_cts	44.7	11270
5_1_grt	44.8	11274
6_report	44.8	11275
Power figures rest on the tool's default switching activity, not on a simulated workload.
